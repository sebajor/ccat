==> ./config.mk <==
export PLATFORM = sky130hd
export DESIGN_NAME = fsm_frac_sec
export DESIGN_NICKNAME = fsm_frac_sec
export VERILOG_FILES = /design/flow/design.v
export SDC_FILE = /design/flow/constraint.sdc
export NUM_CORES = 4
export LEC_CHECK = 1
export CORE_UTILIZATION = 40
==> ./constraint.sdc <==
current_design fsm_frac_sec

set clk_period 6.6
set clk_io_pct 0.2

create_clock -name clk0 -period $clk_period [get_ports {clk}]

set non_clock_inputs [all_inputs -no_clocks]
set_input_delay [expr $clk_period * $clk_io_pct] -clock clk0 $non_clock_inputs
set_output_delay [expr $clk_period * $clk_io_pct] -clock clk0 [all_outputs]
==> ./design.v <==
`timescale 1 ns / 1 ps
module fsm_frac_sec (clk ,ce ,hard_rst, gpio,new_count, waiting, threshold, state );
output new_count;
wire new_count;
output[2:0] state;
wire [2:0]	state;
input clk;
wire clk;
input ce;
wire ce;
input hard_rst;
wire hard_rst;
input gpio;
wire gpio;
input [31:0] threshold;
wire [31:0] threshold;
input [31:0] waiting;
wire [31:0]  waiting;  
reg[31:0] aux;
reg[31:0] aux_wait;
reg[31:0] counter=0;
reg[2:0] actual_state;
reg[2:0] next_state;
reg new_count_r = 0;
parameter start = 3'b000;
parameter a = 3'b100;
parameter b = 3'b101;
parameter c = 3'b001;
parameter d = 3'b011;
parameter e = 3'b111;
parameter f = 3'b110;
always@(posedge clk, posedge hard_rst)begin
	if(hard_rst)
		actual_state <= start;
	else
		actual_state <= next_state;
end
always@(*)begin
	case(actual_state)
		start:
			next_state = a; 
		a:
			if(gpio)        next_state = b;
			else            next_state = a;
		b:
         		begin
				if(counter >aux)                 next_state = c;
				else if (~gpio)			 next_state = start;
				else                         	 next_state = b;
         		end		
      		c:
			next_state = d;
		d:
			if(counter>aux_wait)			next_state = e;
			else					next_state = d;
		e:
			if(~gpio)				next_state = f;
			else					next_state = e;
		f: 
			next_state = a;
	endcase
end
always@(posedge clk) begin
	case(actual_state) 
		start: 
		begin
				aux = threshold;
				new_count_r = 0;
				aux_wait = waiting;	
		end
		b:
			counter = counter+1;
		c:
			begin
				new_count_r = 1;
				counter = 0;
			end
     		d: 
			begin
				counter = counter+1;
				new_count_r = 0;
			end
		f:
			counter = 0;
	endcase
end
assign new_count = new_count_r;
assign state = actual_state;
endmodule
==> ./run.sh <==
#!/bin/bash
# OpenROAD 26Q1-2900-gdf79404cd8, Yosys 0.63+post, stock flow scripts
make -C /OpenROAD-flow-scripts/flow DESIGN_CONFIG=/design/flow/config.mk WORK_HOME=/design/flow/orfs finish
==> flow_summary.json <==
{
  "status": "finished, final reports clean",
  "worst_pin_slew_ns": 0.841,
  "powerDensity_nw_per_um2": 183,
  "grt_remaining_overflow": 0,
  "min_period_over_period_pct": 42.8,
  "dieWidth_um": 119,
  "clk_pin_slew_worst_paths_ns": 0.07,
  "fmax_mhz": 354,
  "drt-wirelength-per-cell_um": 13.6,
  "viasPerCell": 4.96,
  "timing.slew.headroom_pct": 43.6,
  "crit_path_max_fanout": 11,
  "slew_viol_final": 0,
  "drv_cap": 0,
  "switchingPower_uw": 239,
  "p_int_uw": 988,
  "hp-class": "flip-flop to flip-flop",
  "cts_tree": "built",
  "rsz0062_at_grt": "false",
  "port_buffers": 70,
  "finalSetupViolCount": 0,
  "synthArstFlopShare_pct": 2.91,
  "unconstrained_endpoints": 6,
  "drtPass1Iterations": 4,
  "post_cts_buffers": 0,
  "yosysUniqueCellTypes": 44,
  "critPathLaunchType": "flip-flop",
  "final_cell_area_um2": 6700,
  "fp.dieH_um": 119,
  "clk_latency_ns": 0.35,
  "ys_area_um2": 5490,
  "netSwitchingFraction_pct": 19.5,
  "warnings": 26,
  "max_stage_delay_ns": 0.61,
  "synth-seq-cells": 103,
  "diodes": 0,
  "htree_levels": 3,
  "postCtsHoldBufs": 0,
  "crit_buf_inv": 1,
  "grt_pass1_vias": 3579,
  "drc": 0,
  "hpwl_um": 7360,
  "slowest_stage": "dfrtp_1",
  "ioPinCount": 72,
  "path_cells": "clkdlybuf4s50_1",
  "crit_family": "flip-flops",
  "ys.flop_type": "edfxtp_1",
  "area_growth_pct": 22.0,
  "rrSetupSlack_ns": 4.46,
  "fin_tns_setup_ns": 0,
  "synth_warnings": 1,
  "p_leak_uw": 0.00271,
  "antenna_found_initial": 0,
  "unclocked_regs": 3,
  "rows": 42,
  "end_kind": "output port",
  "grtUsageTotal_pct": 16.0,
  "num_vias": 3625,
  "wl_um": 9940,
  "area_leaders": "edfxtp_1 (53%), ha_1 (15%), inv_1 (4.8%)",
  "synth_stat.cells": 471,
  "ir_drop_mv": 0.134,
  "syn_inst": 471,
  "grt_max_degree": 65,
  "lay_top_cells": "edfxtp_1 (97), inv_1 (70), clkdlybuf4s50_1 (70)",
  "layout-drive-gt1-share_pct": 5.05,
  "ant_nets": 0,
  "drt_iter0_markers": 158,
  "fin_worst_skew_ns": 0.00635,
  "combinationalPowerShare_pct": 3.9,
  "worstPathRequired_ns": 5.28,
  "lay_top_count": "edfxtp_1",
  "initCoreUtil_pct": 41.3,
  "root_buffer": "clkbuf_16",
  "netlist_area_um2": 5490,
  "hold_viol": 0,
  "die_area_um2": 14200,
  "cts_resized": 0,
  "period_needed_ns": 2.83,
  "coreArea_um2": 13300,
  "path_class": "flip-flop to output port",
  "numCtsBuffers": 9,
  "syn_area_per_cell_um2": 11.7,
  "placed_area_um2": 6430,
  "globalplace.congestion": 0.819,
  "final_util_pct": 50.4,
  "post-synth-top-area-cell": "edfxtp_1",
  "clkPwrFrac_pct": 39.3,
  "grt_pass1_wl_um": 17000,
  "critical_path_arrival_ns": 1.51,
  "holdWs_ns": 0.657,
  "edf_count": 97,
  "ctsLongestPathBuffers": 2,
  "seqPwrFrac_pct": 56.8,
  "synth_top_area_share_pct": 53.1
}
worst reg2reg max path: stages (launching register included):
cell and delay, ns:
dfrtp_1 0.53, nand2_1 0.18, xnor2_2 0.69, buf_4 0.42
layer usage:
metal	vias to the layer above	share of wire (%)	GRT usage, %
met2	73	44	23.4
met1	1689	50	26.4
li1	1855	-	-
met5	-	0	0
met3	8	5.2	3.91
met4	0	1.2	1.90
power groups by stage:
stage / clock network [uW] / registers (uW) / logic (uW)
after CTS: 501 / 697 / 48.5
final: 482 / 697 / 47.8
after global routing: 524 / 697 / 52.0
state kept, by name, summed over array words and instances (netlist names):
name,count
counter,32
aux,32
actual_state,3
aux_wait,32
next_state,3
new_count_r,1
cells in the mapped netlist (2+ instances only):
cell type,number
o21ai_0,8
and4_1,3
a211oi_1,8
nand3_1,22
nor2_1,40
a21o_1,5
nor2b_1,5
nand4_1,16
and3_1,8
o211ai_1,2
nor4_1,2
and2_1,2
dlxtn_1,3
nand3_2,2
nor3_1,6
nand2_1,25
or3_1,4
xnor2_1,14
nor3_2,2
dfrtp_1,3
edfxtp_1,97
clkbuf_1,4
inv_1,70
xor2_1,14
ha_1,65
a21oi_1,23
cell type report:
cell class	instances	area, um^2
Fill cell	1170	6600
Tap cell	176	220
Timing Repair Buffer	73	723
Multi-Input combinational cell	293	2190
Clock inverter	6	41.3
Sequential cell	103	3030
Clock buffer	10	229
Inverter	70	263
through the flow:
step / power, uW / worst slack [ns] / instances
after global placement: 758 / 4.17 / 715
after detailed placement: 759 / 4.15 / 715
final: 1230 / 3.77 / 731
after global routing: 1270 / 3.72 / 731
after CTS: 1250 / 3.77 / 731
after floorplan: 718 / 1.07 / 471
kinds of logic after synthesis:
logic type      Yosys count  synth area share, %
flops                   100                 54.4
compound gates           58                 6.72
latches                   3                0.821
simple gates            142                 13.5
fa+ha+maj                65                 14.8
buf+inv                  75                 5.20
xor+xnor                 28                 4.47
path summary, 6_finish.rpt:
path | start | endpoint | depth (start not counted)
setup / recovery | actual_state[0] | state[0] | 1
hold / removal | counter[0] | counter[0] | 1
setup reg to reg | actual_state[2] | counter[12] | 3
hold reg to reg | counter[0] | counter[0] | 1
max in group asynchronous | hard_rst | actual_state[0] | 2
min in group asynchronous | hard_rst | actual_state[1] | 2
No activity file was given, so power comes from the tool's default toggle rates.
