==> design/flow/design.v <==
`timescale 1 ns / 1 ps
module parse_inputs ( clk ,ce ,hard_rst ,rst ,gpio ,cal ,in_frame ,terminate ,cont ,en_ind ,rst_ind ,data_ready ,en_cbh ,rst_cbh, state_out, reg_wait);
output en_ind ;
wire en_ind ;
output rst_ind ;
wire rst_ind ;
output data_ready ;
wire data_ready ;
output en_cbh ;
wire en_cbh ;
output rst_cbh ;
wire rst_cbh ;
output [3:0] state_out;
wire  [3:0] state_out;
input clk ;
wire clk ;
input ce ;
wire ce ;
input hard_rst ;
wire hard_rst ;
input rst ;
wire rst ;
input gpio ;
wire gpio ;
input cal ;
wire cal ;
input in_frame ;
wire in_frame ;
input terminate ;
wire terminate ;
input cont ;
wire cont ;
input[31:0] reg_wait;
wire[31:0] reg_wait;
reg[31:0] aux;
reg[31:0] counter = 0;
reg[3:0] next_state;
parameter start = 4'b1011;
parameter a = 4'b1010;
parameter b = 4'b0010;
parameter c = 4'b0000;
parameter d = 4'b1101;
parameter e = 4'b1111;
parameter f = 4'b1110;
parameter g = 4'b1000;
parameter h = 4'b0101;
parameter i = 4'b1100;
parameter j = 4'b0001;
parameter k = 4'b1001;
parameter l = 4'b0100;
parameter m = 4'b0110;
reg[3:0] actual_state = start;
reg en_ind_r=0, rst_ind_r=0, en_cbh_r=0, rst_cbh_r=0, data_ready_r=0;
always@(posedge clk, posedge hard_rst)begin
	if(hard_rst)
		actual_state <= start;
	else
		actual_state <= next_state;
end
always@(*)begin
	case(actual_state)
		start:
			next_state = a; 
		a:
			next_state = b;
		b:
			if(~cal)		next_state = b;
			else if(cal)	next_state = c;
		c:
			next_state = h;
		d:
			if(~gpio)		next_state = d;
			else if(gpio)	next_state = e;
		e:
			if(gpio)		next_state = e;
			else if(~gpio)	next_state = m;
		f:	
			next_state = g;
		g:
			if(terminate)	next_state = a;
			else if(rst& ~terminate)	next_state = k;
			else if(in_frame & ~rst & ~terminate )	next_state = i;
			else if(cont & ~in_frame & ~rst & ~terminate)	next_state = c;
			else	next_state = g;
		h:
			next_state = d;
		i:
			next_state = j;
		j:
			next_state = c;
		k:
			next_state = l;
		l:
			next_state = c;
      m:
			begin
				if(aux < counter)	next_state = f;
				else              next_state = c;
			end
	endcase
end
always@(posedge clk) begin
	case(actual_state) 
		start: 
		begin
			data_ready_r = 0;
			en_ind_r = 0;
			rst_ind_r = 1;
			en_cbh_r = 0;
			rst_cbh_r = 1;
         aux = reg_wait;
		end
		a:
			rst_ind_r = 1;
		b:
			rst_ind_r = 0;
		c:
			begin
				rst_cbh_r = 1;
				counter = 0;
			end
		e:
			begin
			en_cbh_r = 1;
         counter = counter +1;
			end
		f:
		begin
			en_cbh_r = 0;
			data_ready_r = 1;
		end
		g:
			data_ready_r = 0;
		h: 
			rst_cbh_r = 0;
		i:
			en_ind_r = 1;
		j:
			en_ind_r = 0;
		k: 
			begin
			en_ind_r = 0;
			rst_ind_r = 1;
			end
		l:
			rst_ind_r = 0;
      m:
			en_cbh_r = 0;
	endcase
end
assign data_ready = data_ready_r;
assign en_ind = en_ind_r;
assign rst_ind = rst_ind_r;
assign en_cbh = en_cbh_r;
assign rst_cbh = rst_cbh_r;
assign state_out = actual_state;
endmodule
==> design/flow/run.sh <==
#!/bin/bash
# OpenROAD 26Q1-2900-gdf79404cd8, Yosys 0.63+post, stock flow scripts
make -C /OpenROAD-flow-scripts/flow DESIGN_CONFIG=/design/flow/config.mk WORK_HOME=/design/flow/orfs finish
==> design/flow/config.mk <==
export PLATFORM = sky130hd
export DESIGN_NAME = parse_inputs
export DESIGN_NICKNAME = parse_inputs
export VERILOG_FILES = /design/flow/design.v
export SDC_FILE = /design/flow/constraint.sdc
export NUM_CORES = 4
export LEC_CHECK = 1
export CORE_UTILIZATION = 30
==> design/flow/constraint.sdc <==
current_design parse_inputs

set clk_period 4.0
set clk_io_pct 0.2

create_clock -name clk0 -period $clk_period [get_ports {clk}]

set non_clock_inputs [all_inputs -no_clocks]
set_input_delay [expr $clk_period * $clk_io_pct] -clock clk0 $non_clock_inputs
set_output_delay [expr $clk_period * $clk_io_pct] -clock clk0 [all_outputs]
==> results.ini <==
[route]
routed_wl_um=7890
drt_iter0_drc=239
drc_errors=0
routedWlPerCell_um=13.0
num_antenna_cells=0
via_per_inst=4.71
drtPass1Iterations=4
detail-route-antenna-nets=0
vias=2849

[setup_path]
crit_required_ns=3.20
slowest_stage=dfstp_2
cp.arrival_ns=1.58
critPathKind=flop to primary output
crit_buf_inv=1
crit_fanout=17
cp-end-kind=primary output
path_cells=clkdlybuf4s50_1
worstSetupStartpointType=flop
critical-path-top-delay-family=flip-flops
slowest_delay_ns=0.71

[floorplan]
fp.dieW_um=119
initCoreUtil=0.308
num_rows=42
ios=50
coreArea_um2=13200
dieArea_um2=14100
die_y_um=119

[yosys]
async_flop_share=0.0519
flop_cell=edfxtp_1
synth-edff-count=69
avgSynthCellArea_um2=11.0
yosys_cells=371
yosys_area_um2=4090
netlist_area_um2=4090
numSynthFlops=77
yosys_warnings=1
synth_cells=371
synthDistinctLibCells=45

[timing]
post-route-period-util=0.595
grt_setup_unrepaired=no
skew_ns=0.00687
hold_slack_ns=0.641
timing.fmax_mhz=420
slew_viol_final=0
final-setup-viol-count=0
fin_ws_ns=1.62
final.setup.tns_ns=0
tightest_slew_ns=0.718
unclocked_regs=4
untimed_endpoints=8
relSlewSlack=0.515
final.min_clock_period_ns=2.38
hold_viol=0

[clocking]
h-tree-depth=3
hold_buffers=0
numCtsBuffers=9
clockBufferDepth=2
cts_repair_resize_count=0
cts_root_buffer=clkbuf_16
cts_tree=yes
clkTransAtPathRegs_ns=0.05
insertion_delay_ns=0.34
postCtsSetupBuffers=0

[cells_and_area]
post-route-util=0.384
n_fill_cell=1292
instances_no_fill=605
area_growth_syn_to_layout_pct=24.4
final_design_area_no_fill_um2=5080
drive_gt1_frac=0.0629

[min_path]
hold_class=flop to flop

[power]
irDropWorstVdd_mv=0.195
leakage_nw=1.88
finalPower_mw=1.71
powerDensity_nw_per_um2=336

[placed_design]
io_buffers=48
post-dp-hpwl_um=5470
post-place-ws_ns=1.73
gp_congestion=0.860
numPlacedInstances=590
place_area_um2=4780

[job]
drv_cap=0
openroad.warnings=26

[global_routing]
grt_overflow=0
grt_util_all_layers=0.123
grt_max_degree=34
grt_first_pass_wirelength_um=13200
grt_pass1_vias=2853
antenna_found_initial=0

[status]
outcome=finished, final reports clean

==> path summary, 6_finish.rpt <==
| path | to | depth (start not counted) | slack [ns] | start |
|---|---|---|---|---|
| setup / recovery | state_out[1] | 1 | 1.62 | actual_state[1] |
| hold / removal | rst_cbh_r | 1 | 0.64 | actual_state[0] |
| setup reg to reg | counter[24] | 6 | 1.71 | counter[0] |
| hold reg to reg | rst_cbh_r | 1 | 0.64 | actual_state[0] |
| max in group asynchronous | actual_state[1] | 2 | 3.09 | hard_rst |
| min in group asynchronous | actual_state[2] | 2 | 0.69 | hard_rst |
==> cells in the mapped netlist, types with 3 or more instances <==
cell / number / area (um^2)
nor2_1: 45 / 169
a22oi_1: 3 / 22.5
a21oi_1: 23 / 115
dlxtn_1: 4 / 60.1
nand2_1: 27 / 101
ha_1: 32 / 400
clkbuf_1: 6 / 22.5
dfstp_2: 3 / 78.8
edfxtp_1: 69 / 2070
nand4_1: 16 / 100
and3_1: 3 / 18.8
o21ai_0: 11 / 55.1
inv_1: 40 / 150
or2_2: 3 / 18.8
nand3_1: 15 / 75.1
xnor2_1: 31 / 272
nor3_1: 5 / 25.0
==> cell type report <==
type / count / area (um^2) / area share
Tap cell: 176 / 220 / 0.0433
Multi-Input combinational cell: 246 / 1670 / 0.329
Inverter: 40 / 150 / 0.0295
Clock buffer: 10 / 229 / 0.0451
Timing Repair Buffer: 51 / 503 / 0.0990
Clock inverter: 5 / 71.3 / 0.0140
Sequential cell: 77 / 2240 / 0.440
==> cell usage in the layout, fill, tap and decap left out, types with 15 or more instances in the layout <==
cell	n
edfxtp_1	69
clkdlybuf4s50_1	48
nor2_1	45
inv_1	40
ha_1	32
xnor2_1	31
nand2_1	27
a21oi_1	23
nand4_1	16
nand3_1	15
==> power breakdown <==
| part | internal [mW] | switching, mW |
|---|---|---|
| registers | 0.830 | 0.000230 |
| clock network | 0.536 | 0.301 |
| logic | 0.0345 | 0.00793 |
==> flip-flops by register name (all words and copies together), names as in the netlist <==
register / cells
aux: 32
counter: 32
actual_state: 4
next_state: 4
data_ready_r: 1
en_cbh_r: 1
en_ind_r: 1
rst_cbh_r: 1
rst_ind_r: 1
==> logic make-up after synthesis <==
family          Yosys count  synth area share
latches                   4            0.0147
flops                    73             0.533
buf+inv                  48            0.0447
simple gates            130             0.164
xor+xnor                 31            0.0665
compound gates           53            0.0793
fa+ha+maj                32            0.0980
==> layer usage <==
metal  wire length (um)  GRT usage  vias to the layer above
li1                   -          -                     1441
met1               3600      0.181                     1311
met2               3500      0.189                       81
met3                540     0.0310                       16
met4                242     0.0324                        0
met5                  0          0                        -
Power and IR drop assume default switching activity.
