==> flow/design.v <==
`timescale 1 ns / 1 ps
module irig_read_2 ( clk ,ce ,state ,en ,irig_data ,cal ,hrd_rst ,ind ,write ,dir ,start ,rst_reg ,cont ,in_frame ,terminate ,issue, aux_out );
output [3:0] aux_out;
wire [3:0] aux_out;
output [4:0] state ;
wire [4:0] state ;
output write ;
wire write ;
output [3:0] dir ;
wire [3:0] dir ;
output start ;
wire start ;
output rst_reg ;
wire rst_reg ;
output cont ;
wire cont ;
output in_frame ;
wire in_frame ;
output terminate ;
wire terminate ;
output issue ;
wire issue ;
input clk ;
wire clk ;
input ce ;
wire ce ;
input en ;
wire en ;
input [2:0] irig_data ;
wire [2:0] irig_data ;
input cal ;
wire cal ;
input hrd_rst ;
wire hrd_rst ;
input [7:0] ind ;
wire [7:0] ind ;
reg[1:0] count;
reg[7:0] count_fin;
reg[3:0] aux;
reg[4:0] next_state;
parameter start_state = 5'b01111;
parameter a = 5'b01110;
parameter b = 5'b01100;
parameter c = 5'b01101;
parameter d = 5'b11101;
parameter e = 5'b11001;
parameter f = 5'b01001;
parameter g = 5'b10111;
parameter h = 5'b10101;
parameter i = 5'b10011;
parameter j = 5'b10010;
parameter k = 5'b00110;
parameter l = 5'b00010;
parameter m = 5'b10100;
parameter n = 5'b10110;
parameter o = 5'b11110;
parameter p = 5'b10000;
parameter q = 5'b00000;
parameter r = 5'b00100;
parameter s = 5'b00101;
parameter t = 5'b10001;
parameter u = 5'b00001;
parameter v = 5'b01000;
parameter x = 5'b11100;	  
parameter y = 5'b01011;
parameter z = 5'b11111;
parameter aa = 5'b11000;
parameter [7:0]val = 8'b00000011;
reg[3:0]dir_dic[0:100]; 
reg terminate_, cont_, in_frame_, issue_, rst_reg_, start_, write_;
reg[3:0] dir_;
reg[4:0] actual_state=start_state;
initial begin
    dir_dic[0] = 4'b1111; dir_dic[1] = 4'b0000; dir_dic[2]=4'b0000; dir_dic[3]=4'b0000; dir_dic[4]=4'b0000; dir_dic[5]=4'b1111; dir_dic[6]=4'b0001; dir_dic[7]=4'b0001; dir_dic[8] = 4'b0001; dir_dic[9] = 4'b1100;
    dir_dic[10] = 4'b0010; dir_dic[11] = 4'b0010; dir_dic[12] = 4'b0010; dir_dic[13] = 4'b0010; dir_dic[14]=4'b1111;dir_dic[15] = 4'b0011; dir_dic[16] = 4'b0011; dir_dic[17] = 4'b0011; dir_dic[18] = 4'b1111; dir_dic[19] = 4'b1100;
    dir_dic[20] = 4'b0100; dir_dic[21] = 4'b0100; dir_dic[22] = 4'b0100; dir_dic[23] = 4'b0100; dir_dic[24] = 4'b1111; dir_dic[25] = 4'b0101; dir_dic[26] = 4'b0101; dir_dic[27] = 4'b1111; dir_dic[28] = 4'b1111; dir_dic[29] = 4'b1100;
    dir_dic[30] = 4'b0110; dir_dic[31] = 4'b0110; dir_dic[32] = 4'b0110; dir_dic[33]=4'b0110; dir_dic[34] = 4'b1111; dir_dic[35] = 4'b0111; dir_dic[36] = 4'b0111; dir_dic[37] = 4'b0111; dir_dic[38] = 4'b0111; dir_dic[39] = 4'b1100;
    dir_dic[40] = 4'b1000; dir_dic[41] = 4'b1000; dir_dic[42] = 4'b1111; dir_dic[43]=4'b1111; dir_dic[44] = 4'b1111; dir_dic[45] = 4'b1111; dir_dic[46] = 4'b1111; dir_dic[47] = 4'b1111; dir_dic[48] = 4'b1111; dir_dic[49] = 4'b1100;
dir_dic[50] = 4'b1111; dir_dic[51] = 4'b1111; dir_dic[52] = 4'b1111; dir_dic[52] = 4'b1111; dir_dic[53] = 4'b1111; dir_dic[54] = 4'b1111; dir_dic[55] = 4'b1111; dir_dic[56] = 4'b1111; dir_dic[57] = 4'b1111; dir_dic[58] = 4'b1111; dir_dic[59] = 4'b1111;
dir_dic[60] = 4'b1111; dir_dic[61] = 4'b1111; dir_dic[62] = 4'b1111; dir_dic[63] = 4'b1111; dir_dic[64] = 4'b1111; dir_dic[65] = 4'b1111; dir_dic[66] = 4'b1111; dir_dic[67] = 4'b1111; dir_dic[68] = 4'b1111; dir_dic[69] = 4'b1111;
dir_dic[70] = 4'b1111; dir_dic[71] = 4'b1111; dir_dic[72] = 4'b1111; dir_dic[73] = 4'b1111; dir_dic[74] = 4'b1111; dir_dic[75] = 4'b1111; dir_dic[76] = 4'b1111; dir_dic[77] = 4'b1111; dir_dic[78] = 4'b1111; dir_dic[79] = 4'b1111;
dir_dic[80] = 4'b1111; dir_dic[81] = 4'b1111; dir_dic[82] = 4'b1111; dir_dic[83] = 4'b1111; dir_dic[84] = 4'b1111; dir_dic[85] = 4'b1111; dir_dic[86] = 4'b1111; dir_dic[87] = 4'b1111; dir_dic[88] = 4'b1111; dir_dic[89] = 4'b1111;
dir_dic[90] = 4'b1111; dir_dic[91] = 4'b1111; dir_dic[92] = 4'b1111; dir_dic[93] = 4'b1111; dir_dic[94] = 4'b1111; dir_dic[95] = 4'b1111; dir_dic[96] = 4'b1111; dir_dic[97] = 4'b1111; dir_dic[98] = 4'b1111; dir_dic[99] = 4'b1111;
dir_dic[100] = 4'b1111;
rst_reg_ = 0;
cont_ = 0;
dir_ = 4'b1111;
start_ = 0;
write_ = 0;
in_frame_ = 0;
terminate_ =0;
issue_ = 0;
aux = 4'b1111;
end
always@(posedge clk, posedge hrd_rst)begin
	if(hrd_rst)
		actual_state <= start_state;
	else
		actual_state <= next_state;
end
always@(*)begin
	case(actual_state)
	   	start_state:
	   		next_state = a;
	   	a:
	   		next_state = b;
	   	b:	
	   		if(~cal)		next_state = b;
		   	else if(cal)	next_state = c;
	   	c:
	   		next_state = d;
	   	d:
	   		next_state = e;
	   	e:
	   		if(~en)			next_state = e;
	   		else if(en)		next_state = f;
	   	f:
	   		next_state = y;
	   	g:
			next_state = h;		
		h:
			if(irig_data == 3'b111)	next_state = i;
			else 			next_state = z;				
		i:
			next_state = j;
		j:
			if(count == 2)		next_state = k;
			else				next_state = x;				
		k:
			next_state = l;
		l:
			if(~en)			next_state = l;
			else if(en)		next_state = m;
		m:
			if(ind==100)			next_state = n;
			else 				next_state = aa;
		n:
			if(count_fin==val)	next_state = o;
			else 				next_state = n;
		o:
			next_state = b;
		p:
			if(aux==4'b1100)	next_state = r;
			else if(aux==4'b1111)	next_state = q;
			else if(aux<9)		next_state = t;
		q:
			next_state = l;
		r:
			if(irig_data == 3'b111)		next_state = q;
			else						next_state = s;
		s:
			next_state = c;
		t:				
			if(irig_data == 3'b011)			next_state = u;
			else if(irig_data == 3'b001)	next_state = v;				
			else 							next_state = s;
		u:		
			next_state = q;
		v:
			next_state = q;	
		x:
			next_state = e;
		y:
			next_state = g;
                z:
                        next_state = d;
                aa:
                        next_state = p;
		default:
			next_state = c;
	endcase
end
always@(posedge clk) begin
	case(actual_state)
		start_state:
			begin			   
			 	start_ = 0;
				terminate_ = 0;
			 	cont_ = 0;
				in_frame_ = 0;
				issue_ = 0;
				rst_reg_ = 1;
				dir_ = 4'b1111;
				write_ = 0;
			end
		a:
		  	begin
				dir_ = 4'b1111;
				rst_reg_ = 0;
			end  
		b:
			begin
				terminate_ = 0;
				rst_reg_ = 0;
			end
		c:
			begin
				start_ = 0;
				rst_reg_ = 1;
				issue_ = 0;	
			end
		d:
			begin
				count = 0; 
				rst_reg_ = 0;
                                issue_ = 0;
			end
		e:
                        begin
                            rst_reg_ = 0;
			    cont_ = 0;
                        end
                f:
                        begin
                            rst_reg_ = 0;
                        end
		i:
			count = count + 1; 
		k:
			begin	
				in_frame_ = 1;
				start_ = 1;
			end
		l:
			begin
				in_frame_ = 0;
				terminate_ = 0;
				issue_ = 0;
				cont_ = 0;
				count_fin = 0;
			end
		n:
			begin
			dir_ = 4'b1111;
			count_fin =count_fin + 1;
			end
		o:
			terminate_ = 1;
		aa:
			aux = dir_dic[ind]; 
		q:
			begin
				dir_ = 4'b1111;
				in_frame_ = 1;
			end				  
		s:
			begin
				dir_ = 4'b1111;
				issue_ = 1;
			end
		u:
			begin
				dir_ = aux;
				write_ = 1;
			end
		v:
			begin
				dir_ = aux;
				write_ = 0;
			end
		x:
			cont_ = 1;
                z:
                        issue_ = 1;
	endcase
end		 
assign start = start_;
assign terminate = terminate_;
assign dir = dir_;
assign write = write_;
assign rst_reg = rst_reg_;
assign cont = cont_;
assign in_frame = in_frame_;
assign state = actual_state;
assign issue = issue_;
assign aux_out = aux; 
endmodule
==> flow/run.sh <==
#!/bin/bash
# OpenROAD 26Q1-2900-gdf79404cd8, Yosys 0.63+post, stock flow scripts
make -C /OpenROAD-flow-scripts/flow DESIGN_CONFIG=/design/flow/config.mk WORK_HOME=/design/flow/orfs finish
==> flow/config.mk <==
export PLATFORM = sky130hd
export DESIGN_NAME = irig_read_2
export DESIGN_NICKNAME = irig_read_2
export VERILOG_FILES = /design/flow/design.v
export SDC_FILE = /design/flow/constraint.sdc
export NUM_CORES = 4
export LEC_CHECK = 1
export CORE_UTILIZATION = 40
==> flow/constraint.sdc <==
current_design irig_read_2

set clk_period 3.7
set clk_io_pct 0.2

create_clock -name clk0 -period $clk_period [get_ports {clk}]

set non_clock_inputs [all_inputs -no_clocks]
set_input_delay [expr $clk_period * $clk_io_pct] -clock clk0 $non_clock_inputs
set_output_delay [expr $clk_period * $clk_io_pct] -clock clk0 [all_outputs]
==> results.txt <==
Numbers from the implementation run.

The flow ran to the end, and the final reports show no timing, DRC or antenna violations. The wire length of the first global-routing pass is 9080 um. For this design, the slowest cell found on the critical path is dfstp_2.

After routing the design area is 2900 um^2. The category of the worst setup path launch point is a register. The worst setup path is of the reg -> out kind.

The kind of path behind the tightest hold check is reg -> reg. The standby leakage power is 1.03 nW. The sum of negative setup slack is 0 ns. The overall die size recorded for this design is 6500 um^2. The cell-mix breakdown from Yosys lists the simple-gate area share as 0.275. The synthesized netlist cell count is 282. The area reported by Yosys stat is 2470 um^2.

The worst-case hold slack is 0.551 ns. The xor/xnor cell area share of the yosys netlist is 0.0283. For this run, design rule violations remaining after detail routing come to 0. The warning total across the stage logs is 31. The final layout contains routed wiring with a total length of 5640 um. The count of nets left with antenna violations once routing finished came out at 0. The top logic cell by instance count in the layout is clkdlybuf4s50_1. The routing usage on met2 is 0.275.

The worst path in the final design needs a cycle of 2.59 ns, including I/O delays and setup. The floorplan utilization is 0.415. The script logs the mean routed wire length per placed instance as 14.9 um.

The cell-mix breakdown from Yosys lists the adder-cell area share as 0.0405. The initial antenna violation count was 0. The slew at the pin closest to its max-slew limit is 0.874 ns. The family with the most delay on the worst path is flip-flops. The vertical die size is 80.6 um.

Clock skew on the completed layout was measured at 0.00506 ns. Of the total synthesized cell area, the portion taken by AND-OR and OR-AND cells is 0.191. Entering global routing, the biggest net connects 39 pins. Setup repair after global routing left no endpoint under its margin. Row generation in the floorplan step produced 28 rows.

For this run, the number of Yosys warnings is 1. The worst-case IR drop observed on VDD is 0.149 mV. Across every metal layer, demand over resource in global routing totals 0.185. The cts-stage hold buffer count is 0. The synthesized flop and latch total is 35. The finished layout holds 378 standard cells, fillers aside. The largest fanout on the critical path is 38. The power per standard cell area is 239 nW/um^2.

After clock tree synthesis, the clock-pin slew on the worst setup and hold paths is 0.06 ns. Per the Yosys statistics, synthesis produced 282 cells. For reference, the mux area share after synthesis is 0.0207. The maximum clock path buffer count is 2.

The TritonCTS buffer count is 5. The placement summary gives the final routability congestion estimate as 0.952. For reference, the top logic cell family by area is simple AND/OR/NAND/NOR gates.

The total of fill cells in the finished design is 570. The synthesized area is 2470 um^2. Recorded from the global router log, the overflow total was 0. The horizontal extent of the die is 80.6 um. The data required time of the critical path is 2.96 ns.

The via count of the first global-routing pass came to 1,847. TritonCTS built the clock tree. The first-pass iteration count of the detailed router is 5.

The setup-violating endpoint count in the final report is 0. In this run the number of H-tree levels came out at 2. The final worst setup slack is 1.11 ns. The count of unclocked register or latch pins is 5. After the first detailed-routing iteration, the DRC count stood at 161. In this run, placement finished with an instance count of 370. The number of top-level pins is 36.

For this run, the slowest stage of the critical path takes 0.98 ns. Input and output buffers added on the ports amount to 34. The signal on the critical path passes through clkdlybuf4s50_1. The final route contains 2,136 vias. The cell sitting at the root of the clock tree is a clkbuf_8. After clock tree synthesis, the setup repair step added 0 buffers. After detailed routing, the number of vias per cell comes to 5.65.

The highest clock rate is 386 MHz. Per the skew report, the later register of the worst-skew pair sees a clock latency of 0.28 ns. In the final report, the number of hold violations comes to 0. Between the synthesized netlist and the finished layout, the area growth was recorded as 17.4%. The total area inside the core boundary comes to 5960 um^2. The cell area after placement is 2810 um^2. The total of cells resized after clock tree synthesis is 0. In the layout the commonest cells are 34 x clkdlybuf4s50_1, 28 x nor2_1, 25 x edfxtp_1. The post-synthesis cell type count is 60. Per the synth stats, the flop cell with the highest instance count is edfxtp_1. The average cell area after synthesis is 8.77 um^2. The met1 routing resource usage after global routing is 0.305. The number of unconstrained endpoints is 10. The relative slew slack is 0.418. The number of violations of the max-capacitance limit is 0. The total power of the final layout is 694 uW. Pins over their slew limit in the final report were tallied at 0. Of the cells placed in the final design, the portion with a size suffix greater than 1 is 0.0495. The critical path buffer and inverter count is 1. In this run, synthesis inferred 25 flip-flops with an integrated enable. According to the timing report, the arrival time at the worst endpoint equals 1.85 ns. Post-route period utilization is reported as 0.701. STA classifies the critical path endpoint as an output port.

The post-detailed-placement half-perimeter wirelength is 4030 um. met3 track demand over resource after global routing is 0.0277. For this run, asynchronously set or reset flops after synthesis account for 0.143. Per the post-place timing report, worst setup slack is 0.886 ns. The repair_antennas step left the layout with diodes totalling 0. The layer with the highest usage is met1. The post-layout utilization of the core is 0.487.
[synthesized netlist by cell type (4+ instances only)]
library cell,count,share of area
clkbuf_1,13,0.020
nand3_1,6,0.012
nor3_1,12,0.024
buf_2,4,0.0081
a21oi_1,15,0.030
o21ai_0,6,0.012
inv_1,10,0.015
or2_1,8,0.020
ha_1,8,0.040
edfxtp_1,25,0.30
a21o_1,4,0.012
nand2_1,20,0.030
a22oi_1,4,0.012
nand2b_1,10,0.025
dlxtn_1,5,0.030
mux2i_1,4,0.016
and3_1,7,0.018
dfstp_2,4,0.043
nor3b_1,4,0.012
nor2_1,28,0.043
nand4_1,6,0.015
xnor2_1,5,0.018
nor2b_1,6,0.015
o22ai_1,4,0.010
nand3b_1,4,0.012
o21ai_1,4,0.0081
[sequential cells by signal, indices dropped and copies added, names as in the netlist]
signal,cells
aux,4
terminate_,1
next_state,5
in_frame_,1
actual_state,5
count_fin,8
dir_,4
issue_,1
start_,1
rst_reg_,1
write_,1
count,2
cont_,1
[cells by family (layout without fill, tap and decap cells)]
family / Yosys count / in the layout
latches: 5 / 5
AND/OR/NAND/NOR: 125 / 125
AND-OR/OR-AND: 69 / 69
adder cells (fa/ha/maj): 8 / 8
XOR/XNOR: 8 / 8
multiplexers: 5 / 5
buffers and inverters: 32 / 53
flip-flops: 30 / 30
[per-layer routing]
layer,vias up,routed length (um)
met5,-,0
met4,0,31
met3,2,302
met2,67,2510
met1,985,2790
li1,1082,-
[power breakdown]
group / internal (mW) / switching, mW / total (mW)
sequential: 0.363 / 0.000157 / 0.363
combinational: 0.0281 / 0.0275 / 0.0556
clock: 0.149 / 0.126 / 0.276
[area by class of cell]
cell class                 instances  area, um^2  share of cell area
tap                               75        93.8              0.0323
multi-input combinational        215        1370               0.473
inverter                          10        37.5              0.0129
clock buffer                       6        82.6              0.0284
sequential                        35         956               0.329
clock inverter                     2        12.5             0.00431
timing repair buffer              35         348               0.120
[final timing paths]
kind | cells after the start | start | to | slack [ns]
worst min-delay path | 1 | count[0]$_SDFFCE_PN0P_ | count[0]$_SDFFCE_PN0P_ | 0.55
worst max-delay path | 1 | actual_state[1]$_DFF_PP1_ | state[1] | 1.11
max in group asynchronous | 2 | hrd_rst | actual_state[1]$_DFF_PP1_ | 2.80
worst max register to register | 3 | actual_state[1]$_DFF_PP1_ | count_fin[5]$_SDFFCE_PN0P_ | 1.27
min in group asynchronous | 2 | hrd_rst | actual_state[4]$_DFF_PP0_ | 0.66
worst min register to register | 1 | count[0]$_SDFFCE_PN0P_ | count[0]$_SDFFCE_PN0P_ | 0.55
No activity file was given, so power comes from the tool's default toggle rates.
